==> /design/flow/design.v <==
module bit32AND (out, in1, in2);
input [31:0] in1,in2;
output [31:0] out;
assign {out} =in1 & in2;
endmodule
==> /design/flow/run.sh <==
#!/bin/bash
# OpenROAD 26Q1-2900-gdf79404cd8, Yosys 0.63+post, stock flow scripts
make -C /OpenROAD-flow-scripts/flow DESIGN_CONFIG=/design/flow/config.mk WORK_HOME=/design/flow/orfs finish
==> /design/flow/config.mk <==
export PLATFORM = sky130hd
export DESIGN_NAME = bit32AND
export DESIGN_NICKNAME = bit32AND
export VERILOG_FILES = /design/flow/design.v
export SDC_FILE = /design/flow/constraint.sdc
export NUM_CORES = 4
export LEC_CHECK = 1
export CORE_AREA = 10 10 70 70
export DIE_AREA = 0 0 80 80
==> /design/flow/constraint.sdc <==
current_design bit32AND

set clk_period 1.0
set clk_io_pct 0.2

create_clock -name clk0 -period $clk_period

set non_clock_inputs [all_inputs -no_clocks]
set_input_delay [expr $clk_period * $clk_io_pct] -clock clk0 $non_clock_inputs
set_output_delay [expr $clk_period * $clk_io_pct] -clock clk0 [all_outputs]
==> results.txt <==
run metrics: Slew HR 96.1%, aoi share 0%, Final Cell Area between 900 and 1000 um2, core region area about 3400 um2, initial antenna violation count 0, total global-route track usage 5.89%, OpenROAD warnings 32, die y size 80 um, Die Span X 80 um, Cell Int Power roughly 200 uW, RSZ-0062 raised after global routing false, wl on met1 between 600 and 700 um, Clock buffer cells 0, post-layout util between 20% and 30%, MI comb area just over 200 um2, number of hold buffers added after CTS 0, Unique cell types 1, status finished clean, cycle use final 89.2%, layout cells sized above 1 25.8%, first-pass GRT wire length approximately 3000 um, flop count 0, Worst setup SP type input pin, top metal layer carrying routed signals met3, CP Class input pin to output pin, Met2 Wirelength ~1200 um, cell area after synthesis 200 um2, IO Port Bufs 96, top cells by area and2_1 (100%), worst hold path class input pin to output pin, Antenna Nets Post-Route 0, drt pass-1 iters 2, WL met3 approximately 400 um, max frequency 1120 MHz, P&R area growth vs syn 390%, Mean Syn Cell Area 6.26 um2, chip area in the Yosys report 200 um2, via count 557, # Cells Yosys 32, Remaining DRCs 0, Final setup viols 0, Syn Inst Count 32, Largest logic family simple AND/OR/NAND/NOR gates, sw frac 19.6%, Yosys Warn Count 0, Fill cells ~430, most common cell in the netlist and2_1, antenna diode count 0, simple share roughly 100%, Mux area share 0%, Clock power frac 0%, CP endpoint kind output pin, Switch Pwr 48.5 uW, sequential power share 0%, total gr overflow 0, I/O pins 96, Reg area 0 um2, final hold violation count 0, Die Area 6400 um2, Final Power between 200 and 250 uW, Peak VDD IR approximately 75 uV, register share after synthesis 0%, CP max FO 1, Yosys top cell by area and2_1, Post-synth top cells and2_1 (32), area share, top type 100%, row cnt 21, Max Slew Vio Count 0, Critical Path RT 0.80 ns, routed vias/inst 3.20, detailed placement HPWL approximately 2200 um, largest net degree at the start of global routing 2, Initial Util under 10%, dpl cell area between 1000 and 1500 um2, number of global-route vias before repair 637, Max Cap Viol 0, CP Data Arrival Time approximately 0.69 ns, Post-CTS Setup Inserts 0, Leak Pwr between 0.0005 and 0.0006 uW, placer congestion estimate 0.800, P per Cell Area 253 nW/um2, min Tclk post-route slightly below 0.9 ns, Worst Tran Pin Value 0.0581 ns, combinational power share 100.0%, xor/xnor share 0%, routed wire length 2220 um, adder share 0%, post-DR wirelength/cell around 13 um, Iter 0 DRT Violations 1
==> cell usage in the layout (no fill, tap or decap), drive strengths merged <==
cell and instances:
dlygate4sd2 64, and2 32, buf 32
==> layer usage <==
metal	vias up	track usage, %
met5	-	0
met4	0	0
met3	0	4.32
met2	43	11.7
met1	226	4.68
li1	288	-
==> power groups by stage <==
| stage | clock network (uW) | logic (uW) | registers, uW |
|---|---|---|---|
| finish | 0 | 248 | 0 |
| CTS | 0 | 257 | 0 |
| global route | 0 | 276 | 0 |
==> worst paths after layout <==
check / start / end / cells past startpoint
max: in2[16] / out[16] / 3
min: in1[28] / out[28] / 3
==> kinds of logic after synthesis <==
group,Yosys count
simple gates,32
==> critical path, cell delays in order <==
cell and delay, ns:
dlygate4sd2_1 0.23, and2_1 0.15, buf_2 0.11
==> what timing repair did <==
action                                  4_1_cts  5_1_grt
endpoints found under the setup margin       32        0
endpoints found under the hold margin         0        0
gates resized                               161        0
==> per-stage QoR <==
| step | cells | setup WS (ns) | hold slack (ns) | TNS (ns) |
|---|---|---|---|---|
| 2_1_floorplan | 32 | 0.486 | 0.472 | 0 |
| 3_3_place_gp | 174 | -0.467 | 1.32 | -13.82 |
| 3_5_place_dp | 174 | -0.468 | 1.32 | -14.02 |
| 4_1_cts | 174 | 0.0991 | 0.772 | 0 |
| 5_1_grt | 174 | 0.0723 | 0.783 | 0 |
| 6_report | 174 | 0.108 | 0.766 | 0 |
==> cell type report <==
type | instances | share of cell area, %
Multi-Input combinational cell | 32 | 20.7
Tap cell | 46 | 5.87
Timing Repair Buffer | 96 | 73.5
No activity file was given, so power comes from the tool's default toggle rates.
