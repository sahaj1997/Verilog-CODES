**design/flow/config.mk**
```make
export PLATFORM = sky130hd
export DESIGN_NAME = mux4_1
export DESIGN_NICKNAME = mux4_1
export VERILOG_FILES = /design/flow/design.v
export SDC_FILE = /design/flow/constraint.sdc
export NUM_CORES = 4
export LEC_CHECK = 1
export CORE_AREA = 10 10 95 95
export DIE_AREA = 0 0 105 105
```
**design/flow/constraint.sdc**
```tcl
current_design mux4_1

set clk_period 1.0
set clk_io_pct 0.2

create_clock -name clk0 -period $clk_period

set non_clock_inputs [all_inputs -no_clocks]
set_input_delay [expr $clk_period * $clk_io_pct] -clock clk0 $non_clock_inputs
set_output_delay [expr $clk_period * $clk_io_pct] -clock clk0 [all_outputs]
```
**design/flow/design.v**
```verilog
module mux4_1(regData,q1,q2,q3,q4,reg_no);
input [31:0] q1,q2,q3,q4;
input [1:0] reg_no;
output [31:0] regData;
reg [31:0] regData;
always @(reg_no or q1 or q2 or q3 or q4)
begin
	case(reg_no)
		2'b00: regData <= q1;
		2'b01: regData <= q2;
		2'b10: regData <= q3;
		2'b11: regData <= q4;
	endcase
end
endmodule
module tbmux4_1;
reg [31:0] q1,q2,q3,q4;
reg [1:0] reg_no;
wire [31:0] regData;
mux4_1 m(regData,q1,q2,q3,q4,reg_no);
initial
begin
$monitor($time," reg_no = %b ,regData = %d ,q1 = %d ,q2 = %d,q3 = %d ,q4 = %d",reg_no,regData,q1,q2,q3,q4);
q1 = 32'd16171;
q2 = 32'd69192333;
q3 = 32'd22222222;
q4 = 32'd33333333;
reg_no = 2'b00;
#5 reg_no = 2'b01;
#5 q2 = 32'd444444444;
#5 reg_no = 2'b10;
#5 q3 = 32'd55555555;
#5 reg_no = 2'b11;
#5 q4 = 32'd111111;
end
endmodule
```
**design/flow/run.sh**
```bash
#!/bin/bash
# OpenROAD 26Q1-2900-gdf79404cd8, Yosys 0.63+post, stock flow scripts
make -C /OpenROAD-flow-scripts/flow DESIGN_CONFIG=/design/flow/config.mk WORK_HOME=/design/flow/orfs finish
```
==> notes.md <==
- finished with violations — run status
- negative setup slack — violations in the final reports
- 39 — number of cell instances after yosys synthesis
- 0% — sequential share of the synthesized area
- 6910 µm² — CORE AREA
- 0 — clkbuf count
- 0.134 mV — maximum vdd drop
- 3 — worst hold path stage count
- 4 — number of detailed-routing iterations run before antenna repair
- 763 — Fillers
- 21.9 µm — average wire per cell in the routed design
- 0 — FFs & Latches
- -323 ps — worst setup margin
- 0 — remaining global-route overflow
- 800 ps — critical path data required time
- 191% — signed area change from the synthesized netlist to the final layout
- input port to output pin — Hold/Removal Path Class
- 1120 ps — CP Data Arrival Time
- 3 — total buffers and inverters traversed by the critical path
- 0 — number of DRC violations after detailed routing
- 37.3% — fraction of final layout cells sized beyond drive strength 1
- 19 — count of routing violations after the opening detailed-route iteration
- 105 µm — Die Width
- 0% — Post-Synth XOR/XNOR Area
- input port to output pin — kind of critical path
- 0 — number of buffers added for setup after CTS
- yes — RSZ-0062 raised after global routing
- output pin — Crit. End Element
- 0 µm² — area of all sequential standard cells
- regData[12] — worst hold path endpoint
- 0.777 — GP Congestion
- 89.4% — multiplexer fraction of the synthesized cell area
- 5 — Distinct cells, synth
- 32 — endpoints failing setup
- buf_16 > buf_12 > mux4_2 > buf_2 — worst-path cell chain
- 883 ps — final hold slack
- 7 — largest fanout on the critical path
- 0% — share of synthesized cell area in full adder, half adder and majority cells
- 0% — Simple Share, Synth
- input port — launching element type of the critical path
- 35 — number of OpenROAD warnings
- 364 nW/µm² — power density over cell area
- 1.12 nW — P_leak
- 815 µm² — chip area in the Yosys report
- 132% — portion of the clock cycle consumed by the worst path in the final layout
- 39 — Cells after Synth
- 0.756 GHz — maximum clock frequency
- mux4_2 — slowest CP cell
- 0 — antenna viol nets, final
- 1 — number of antenna violations at the first check in global routing
- 1,267 — routed via count
- 301 — final cell count without fillers
- 5.59 mm — Final HPWL DP
- 1320 ps — fin crit period
- 30 — number of standard-cell rows in the floorplan
- q1[12] — min-delay src
- 20.9 µm² — synthesized area divided by synthesized cell count
- 0 — final hold vios
- 105 µm — die height
- 182 ps — actual transition at the worst max-transition pin
- 87.8% — relative max-transition margin
- 1,510 — vias in the first global route
- 11,000 µm² — total die area
- 4.21 — per-cell via count in the routed design
- 162 — count of buffers inserted at the top-level ports
- 0 — max-cap check violation count
- 815 µm² — area of the mapped netlist
- 15 — largest net degree at the start of global routing
- multiplexers — gate family responsible for the most delay along the worst path
- 11.8% — Core Util at FP
- 510 ps — CP peak stage delay
- 1 — total number of yosys warnings
- 162 — boundary pin count
- 6.58 mm — sum of routed wire length over all layers
- 9.48 mm — first-pass GRT wire length
- 0 — count of hold buffers inserted by post-cts repair
- 0% — ao+oa area frac
- multiplexers — prevailing logic family in the synthesized netlist
- 11.3% — overall global routing resource usage
- 295 — placed cell count
- 0 — Final Max-Slew Violation Tally
==> routing by layer <==
metal,routed length [µm],track usage (%),up-vias
met4,21,0,0
met1,2810,14.5,601
met2,2930,18.3,123
li1,-,-,541
met5,0,0,-
met3,820,5.03,2
==> cells in the final DEF, fill, tap and decap left out <==
| cell type | synthesis | final |
|---|---|---|
| dlygate4sd2_1 | 0 | 128 |
| clkbuf_16 | 0 | 1 |
| diode_2 | 0 | 1 |
| mux4_2 | 30 | 32 |
| buf_6 | 1 | 1 |
| buf_16 | 0 | 5 |
| buf_2 | 3 | 33 |
| buf_4 | 0 | 1 |
| buf_12 | 3 | 3 |
==> how the worst max path moves through the flow <==
stage,startpoint,slack [ps],cells past startpoint,endpoint
5_1_grt,reg_no[0],-360,4,regData[13]
6_report,reg_no[0],-320,4,regData[10]
4_1_cts,reg_no[0],-330,4,regData[18]
==> kinds of logic after synthesis <==
family,after synthesis
multiplexers,32
buffers and inverters,7
==> report_power, final <==
| group | switching [mW] | internal, mW |
|---|---|---|
| combinational | 0.234 | 0.628 |
| sequential | 0 | 0 |
| clock | 0 | 0.000000134 |
| total | 0.234 | 0.628 |
==> stage by stage <==
| stage | TNS (ps) | setup WS [ps] | cell area (µm²) | power (mW) | util, % |
|---|---|---|---|---|---|
| detailed placement | -28720 | -957 | 2530 | 1.09 | 36.6 |
| floorplan | -2750 | -91.6 | 823 | 0.287 | - |
| global route | -10620 | -355 | 2370 | 0.932 | 34.3 |
| CTS | -9650 | -325 | 2340 | 0.865 | 33.9 |
| finish | -9430 | -323 | 2370 | 0.863 | 34.3 |
| global placement | -28550 | -944 | 2530 | 1.09 | 36.6 |
==> timing repair <==
action | in CTS | in global routing
gates cloned | 4 | 1
gates resized | 247 | 0
endpoints found under the setup margin | 32 | 32
==> synthesized netlist by cell type, drive strengths merged <==
| master | n | area [µm²] |
|---|---|---|
| mux4 | 32 | 728 |
| buf | 7 | 86.3 |
==> final cells by class <==
cell class / instances / area (µm²) / share of cell area (%)
multi-input cells: 32 / 721 / 30.4
well taps: 96 / 120 / 5.07
repair buffers: 172 / 1530 / 64.4
diodes: 1 / 2.50 / 0.106
Power is estimated from default activity; no workload was simulated.
