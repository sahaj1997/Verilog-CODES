===== design.v =====
module full_adder(S,C,V,A,B,M);
input [3:0] A,B;
input M;
output [3:0] S;
output C,V;
reg C,V;
reg [3:0] S;
reg [3:0] BNOT;
reg [4:0] CA;
integer i;
always @(A or B or M)
begin
	if(M == 1'b0)
	begin
		CA[0] = M;
		for (i=0; i<4; i=i+1) 
        begin
			S[i] = ( A[i] ^ B[i] ) ^ CA[i];
			if(i == 3)
			begin
				CA[i+1] = (A[i] & B[i]) | CA[i] & (A[i] ^ B[i]);
				C = CA[i+1];
				V = C ^ CA[i];
			end
			else
			begin
				CA[i+1] = (A[i] & B[i]) | CA[i] & (A[i] ^ B[i]);
			end
		end
	end
	else
	begin
	if(M == 1'b1)
	begin
		CA[0] = M;
		for (i=0; i<4; i=i+1) 
        begin
			BNOT[i] = B[i] ^ 1'b1;
			S[i] = ( A[i] ^ BNOT[i] ) ^ CA[i];
			if(i == 3)
			begin
				CA[i+1] = (A[i] & BNOT[i]) | CA[i] & (A[i] ^ BNOT[i]);
				C = CA[i+1];
				V = C ^ CA[i];
			end
			else
			begin
				CA[i+1] = (A[i] & BNOT[i]) | CA[i] & (A[i] ^ BNOT[i]);
			end
		end
	end
	end
end	
endmodule
module AddSub;
reg [3:0] A,B;
reg M;
wire [3:0] S;
wire C,V;
full_adder addsub(S,C,V,A,B,M);
initial
begin
$monitor($time," S = %d , C = %d , V = %d , A = %d , B = %d , M = %d ",S,C,V,A,B,M);
A = 4'd2;B = 4'd3; M = 1'b0;
#100 A = 4'd3;B = 4'd2; M = 1'b1;
#200 A = 4'd8;B = 4'd1; M = 1'b1;
#300 A = 4'd8;B = 4'd1; M = 1'b0;
end
endmodule

===== run.sh =====
#!/bin/bash
# OpenROAD 26Q1-2900-gdf79404cd8, Yosys 0.63+post, stock flow scripts
make -C /OpenROAD-flow-scripts/flow DESIGN_CONFIG=/design/flow/config.mk WORK_HOME=/design/flow/orfs finish

===== config.mk =====
export PLATFORM = sky130hd
export DESIGN_NAME = full_adder
export DESIGN_NICKNAME = full_adder
export VERILOG_FILES = /design/flow/design.v
export SDC_FILE = /design/flow/constraint.sdc
export NUM_CORES = 4
export LEC_CHECK = 1
export CORE_AREA = 10 10 70 70
export DIE_AREA = 0 0 80 80

===== constraint.sdc =====
current_design full_adder

set clk_period 3.3
set clk_io_pct 0.2

create_clock -name clk0 -period $clk_period

set non_clock_inputs [all_inputs -no_clocks]
set_input_delay [expr $clk_period * $clk_io_pct] -clock clk0 $non_clock_inputs
set_output_delay [expr $clk_period * $clk_io_pct] -clock clk0 [all_outputs]

==> Changelog: implementation <==
### Physical design

- Outcome: finished, final reports clean
- Avg Cell Area, Syn: 8.42 um^2
- Tool warnings: 35
- Critical Path RT: 2640 ps
- DIE WIDTH: 80 um
- Largest net degree at the start of global routing: 9
- DP Wirelength: 697 um
- Grt ovf: 0
- # Cells Yosys: 33
- Crit share post-route: 96.9%
- Crit path top cell by count: fa_2
- Total Neg Setup Slack: 0 ps
- Worst setup path endpoint: V
- Netlist Area Pre-Place: 278 um^2
- Iter 0 DRT Violations: 2
- Share of layout cells above drive strength 1: 50.9%
- Placed inst area: 519 um^2
- Placed cells: 99
- Worst setup SP type: input pin
- Pleak: 0.261 nW
- Worst-margin pin slew: 194 ps
- Routed wire per std cell: 8.16 um
- Ys Warns: 1
- YS chip area: 278 um^2
- Die area: 0.00640 mm^2
- Max-slew headroom: 87.1%
- Gr usage total: 2.81%
- Fin. Hold Viols: 0
- Cells after Synth: 33
- Distinct lib cells used: 11
- Die Span Y: 80 um
- Top Layout Cells: 6 x inv_2, 6 x fa_2, 6 x clkdlybuf4s50_1, 6 x buf_4, 5 x inv_1
- CP cell instances: buf_8 > inv_4 > ha_4 > a21o_1 > fa_2 > inv_2 > fa_2 > inv_2 > fa_2 > xor2_1 > mux2i_1 > buf_2
- Count of final setup violators: 0
- Vias in the first global route: 340
- Core Region: 0.00342 mm^2
- Antenna violations before repair: 0
- Peak VDD IR: 0.0679 mV
- Setup crit start: B[0]
- Wire length of the first global-routing pass: 1490 um
- Worst setup margin: 102 ps
- Final Cell Area: 553 um^2
- Antenna viol nets, final: 0
- Post-CTS Setup Repair Bufs: 0
- Seq share, synth: 0%
- # clk buffers: 0
- I/O pin count: 15
- Logic area: 259 um^2
- Vias per cell: 2.73
- # rows: 21
- Hold_buf cts: 0
- Pre-CTS setup slack: -877 ps
- P&R area growth vs syn: 99.1%
- Arrival @ worst endpoint: 2540 ps
- Flop count: 0
- Slowest Stage Delay on Critical Path: 340 ps
- Total wire length: 808 um
- Filler cells: 396
- Final GP Congestion: 0.780
- WHS Path Cells: 4
- Storage element area: 0 um^2
- Minimum clock period: 3200 ps
- Vias: 270
- Buffers on Ports: 15
- Final std cells w/o fill: 99
- Slew Limit Fails: 0
- MaxCap Viol Count: 0
- Worst-path fanout max: 2
- F_max: 0.313 GHz
- Residual DRC count: 0
- Pre-antenna DRT Iters: 2
- Slowest cell on crit path: fa_2
- RSZ-0062 raised after global routing: yes
- Setup crit end kind: primary output
- Worst hold path class: input pin to primary output
- # diodes: 0
- Power Dens Cells: 160 mW/mm^2
- Fp util: 8.13%
- Setup Crit Path Kind: input pin to primary output
==> per-stage QoR <==
stage          hold WS (ps)  util, %  total power, mW
2_1_floorplan          1470        -           0.0330
3_3_place_gp           2460     15.2           0.0833
3_5_place_dp           2470     15.2           0.0855
4_1_cts                1960     15.8           0.0873
5_1_grt                2020     16.2            0.103
6_report               1950     16.2           0.0883
==> cell usage after synthesis, drive strengths merged <==
master	number	area share, %
a21o	1	2.7
a21oi	1	1.8
buf	1	4.1
fa	6	43
ha	2	9.0
inv	12	16
mux2i	2	7.2
nand2	3	4.1
o21ai	3	5.4
xor2	2	6.3
==> repair_timing <==
action	CTS	global route
pin swaps	11	9
gates resized	38	5
gates cloned	0	0
setup endpoints to repair	5	3
==> how the worst min path moves through the flow <==
| stage | start | to |
|---|---|---|
| 4_1_cts | M | S[3] |
| 5_1_grt | M | S[3] |
| 6_report | M | S[3] |
==> layer usage <==
layer	share of wire [%]	vias to the layer above	GRT usage (%)
met4	0	0	0
met2	31	17	3.61
met3	17	0	1.70
met5	0	-	0
met1	51	119	4.11
li1	-	134	-
==> worst max-delay path: cells and delay by family <==
| family | cells | cell delay (ps) |
|---|---|---|
| adders and majority gates | 4 | 1060 |
| xor gates and xnor gates | 1 | 150 |
| muxes | 1 | 130 |
| buffers and inverters | 5 | 360 |
| AOI/OAI and AO/OA | 1 | 180 |
==> layout make-up <==
class	instances	share of cell area [%]
Tap cell	46	10.4
Inverter	12	8.60
Multi-Input combinational cell	20	46.8
Timing Repair Buffer	21	34.2
==> report_power, final <==
| group | internal (mW) | switching [mW] |
|---|---|---|
| Combinational | 0.0522 | 0.0360 |
| Sequential | 0 | 0 |
| Clock | 0 | 0 |
| Total | 0.0522 | 0.0360 |
==> cell families (layout without fill, tap and decap cells) <==
| group | after synthesis | after routing | synth area share (%) |
|---|---|---|---|
| buffers and inverters | 13 | 33 | 20.3 |
| adder cells (fa/ha/maj) | 8 | 8 | 52.3 |
| AND-OR/OR-AND | 5 | 5 | 9.91 |
| AND/OR/NAND/NOR | 3 | 3 | 4.05 |
| XOR/XNOR | 2 | 2 | 6.31 |
| multiplexers | 2 | 2 | 7.21 |
Power is estimated from default activity; no workload was simulated.
